==> flow/design.v <==
`timescale 1ns/1ps
module clock_divider #(parameter N=5208) (
    input      clk,
    input      rst_l,
    output reg div_clk
);
   reg [31:0]  clk_count;
   initial begin
      div_clk   = 0;
      clk_count = 0;
   end
    always @(posedge clk) begin
       if(~rst_l) begin
          clk_count <= 0;
          div_clk <= 0; 
       end
       else if (clk_count == N) begin
          div_clk   <= ~div_clk;
          clk_count <= 0;          
       end
       else begin
          clk_count <= clk_count + 1;
       end
    end
endmodule
`timescale 1ns/1ps
module pwm_audio (
   input clk,
   input rst_n,
   input [7:0] volume,
   input [13:0] N,
   output reg sout
);
   reg [13:0] f_count;   
   reg f_clk;     
   reg [7:0] dc_count;  
   initial begin
      f_count = 0;
      sout = 0;
      f_clk = 0;
      dc_count = 0;
   end
   always @(posedge clk, negedge rst_n) begin
      if (!rst_n) begin
         f_count = 0;
         f_clk = 0;
      end
      else begin
         if (f_count >= N) begin
            f_count <= 0;
            f_clk <= ~f_clk;
         end
         else
            f_count <= f_count + 1;
      end  
   end
   always @(posedge f_clk, negedge rst_n) begin
      if (!rst_n) begin
         dc_count <= 0;
         sout  <= 0;
      end
      else begin
         dc_count <= dc_count + 1;
         if (dc_count < volume)
            sout <= 1;
         else
            sout <= 0;
      end
   end
endmodule
`timescale 1ns/1ps
module synthesizer(
    input clk,
    input [7:0] note,
    output reg [13:0] hz
);
    reg [13:0] tcount [88:0];
    initial begin
        tcount[0] = 0;
        tcount[1] = 6892;  
        tcount[2] = 6653;
        tcount[3] = 6429;
        tcount[4] = 5840;
        tcount[5] = 5504;
        tcount[6] = 5204;
        tcount[7] = 4935;
        tcount[8] = 4692;
        tcount[9] = 4370;
        tcount[10] = 4179;
        tcount[11] = 3921;
        tcount[12] = 3693;
        tcount[13] = 3490;  
        tcount[14] = 3308;
        tcount[15] = 3093;
        tcount[16] = 2949;
        tcount[17] = 2777;
        tcount[18] = 2623;
        tcount[19] = 2454;
        tcount[20] = 2333;
        tcount[21] = 2198;
        tcount[22] = 2077;
        tcount[23] = 1949;
        tcount[24] = 1836;
        tcount[25] = 1735;  
        tcount[26] = 1630;
        tcount[27] = 1550;
        tcount[28] = 1455;
        tcount[29] = 1370;
        tcount[30] = 1295;
        tcount[31] = 1220;
        tcount[32] = 1153;
        tcount[33] = 1086;
        tcount[34] = 1027;
        tcount[35] = 969;
        tcount[36] = 913;
        tcount[37] = 862;  
        tcount[38] = 814;
        tcount[39] = 768;
        tcount[40] = 723;
        tcount[41] = 684;
        tcount[42] = 644;
        tcount[43] = 608;
        tcount[44] = 573;
        tcount[45] = 541;
        tcount[46] = 510;
        tcount[47] = 482;
        tcount[48] = 455;
        tcount[49] = 429;  
        tcount[50] = 404;
        tcount[51] = 381;
        tcount[52] = 360;
        tcount[53] = 340;
        tcount[54] = 320;
        tcount[55] = 302;
        tcount[56] = 285;
        tcount[57] = 269;
        tcount[58] = 254;
        tcount[59] = 239;
        tcount[60] = 226;
        tcount[61] = 213;  
        tcount[62] = 201;
        tcount[63] = 189;
        tcount[64] = 179;
        tcount[65] = 168;
        tcount[66] = 159;
        tcount[67] = 150;
        tcount[68] = 141;
        tcount[69] = 133;
        tcount[70] = 126;
        tcount[71] = 119;
        tcount[72] = 112;
        tcount[73] = 106;  
        tcount[74] = 100;
        tcount[75] = 94;
        tcount[76] = 89;
        tcount[77] = 84;
        tcount[78] = 79;
        tcount[79] = 75;
        tcount[80] = 70;
        tcount[81] = 67;
        tcount[82] = 63;
        tcount[83] = 59;
        tcount[84] = 56;
        tcount[85] = 53;  
        tcount[86] = 50;
        tcount[87] = 47;
        tcount[88] = 44;  
    end
    always @(posedge clk) begin
        hz <= tcount[note];
    end
endmodule
`timescale 1ns/1ps
module top (
   input clk,
   input rst,
   input rx,
   input [7:0] volume,
   output reg [7:0] note,
   output reg AIN,
   output reg GAIN,
   output reg SHUTDOWN_L
);
   wire rst_n;
   assign rst_n = ~rst;
   wire sout;
   wire [13:0] hz;
   reg ack;
   wire rdy;
   wire [7:0] d_in;
   uart_rx URX (
      .clk(clk),
      .rst_l(rst_n),
      .rx(rx),
      .d_in(d_in),
      .ready(rdy),
      .ack(ack)
   );
   synthesizer SYNTH (
      .clk(clk),
      .note(note),
      .hz(hz)
   );
   pwm_audio PWM1 (
      .clk(clk),
      .rst_n(rst_n),
      .volume(volume),
      .N(hz),
      .sout(sout)
   );
   initial begin
     GAIN       = 1;
     SHUTDOWN_L = 1;
     AIN        = 0;
   end
   always @(posedge clk) begin
      if(rdy) begin
         ack <= 1;
         note <= d_in;
      end
      else begin
         ack <= 0;
      end
      if(note == 0) begin
         AIN <= 0;
      end
      else begin
         AIN <= sout;
      end
   end
endmodule
`timescale 1ns/1ps
module uart_rx(
    input clk,
    input rst_l,
    input rx,
    output reg [7:0] d_in,
    output reg ready,
    input ack
);
    localparam WAIT = 0;
    localparam RECEIVE = 1;
    localparam DONE = 2;
    wire div_clk;
    reg [1:0] state;
    reg [2:0] bit_index;
    clock_divider div (
        .clk(clk),
        .rst_l(rst_l),
        .div_clk(div_clk)
    );
    initial begin
        state <= WAIT;
        ready <= 0;
        d_in <= 0;
    end
    always @(posedge div_clk, negedge rst_l) begin
        if(~rst_l) begin
            state <= WAIT;
        end
        else begin
            case(state)
                WAIT: begin
                    if(~rx) begin
                        bit_index <= 0;
                        state <= RECEIVE;
                    end
                end
                RECEIVE: begin
                    if(bit_index == 7) begin
                        d_in[bit_index] <= rx;
                        ready <= 1;
                        state <= DONE;
                    end
                    else begin
                        d_in[bit_index] <= rx;
                        bit_index <= bit_index + 1;
                    end
                end
                DONE: begin
                    ready <= 0;
                    if(ack && rx) begin
                        state <= WAIT;
                    end
                end
                default: begin
                    state <= WAIT;
                end
            endcase
        end
    end
endmodule
==> flow/run.sh <==
#!/bin/bash
# OpenROAD 26Q1-2900-gdf79404cd8, Yosys 0.63+post, stock flow scripts
make -C /OpenROAD-flow-scripts/flow DESIGN_CONFIG=/design/flow/config.mk WORK_HOME=/design/flow/orfs finish
==> flow/config.mk <==
export PLATFORM = sky130hd
export DESIGN_NAME = top
export DESIGN_NICKNAME = top
export VERILOG_FILES = /design/flow/design.v
export SDC_FILE = /design/flow/constraint.sdc
export NUM_CORES = 4
export LEC_CHECK = 1
export CORE_UTILIZATION = 50
==> flow/constraint.sdc <==
current_design top

set clk_period 4.8
set clk_io_pct 0.2

create_clock -name clk0 -period $clk_period [get_ports {clk}]

set non_clock_inputs [all_inputs -no_clocks]
set_input_delay [expr $clk_period * $clk_io_pct] -clock clk0 $non_clock_inputs
set_output_delay [expr $clk_period * $clk_io_pct] -clock clk0 [all_outputs]
==> Slide: Implementation Results <==
Key Metrics from the Run

Route
  – Number of remaining DRC errors: 0
  – Antenna viol nets, final: 0
  – Post-DR wirelength/cell: 15.99 um
  – Inserted Diodes: 0
  – Vias: 4838
  – Final wirelength: 13.39 mm
  – Number of vias per cell: 5.780
  – First-pass DRT Iterations: 7
  – Drt first-iter violations: 337

CTS
  – Hold-fix buffers, CTS: 0
  – Setup bufs post-CTS: 0
  – CTS tree: done
  – Root buffer cell: clkbuf_16
  – Cts repair resizes: 0
  – Worst-path clk slew: 0.06 ns
  – Latency at later pin: 0.34 ns
  – CTS H-Tree Depth: 3
  – CTS Buffer Depth: 2
  – Clock buffer count from CTS: 9

Floorplanning
  – Die W: 112.2 um
  – Total core area: 11610 um^2
  – Full die area: 12600 um^2
  – # rows: 39
  – I/O Pins: 22
  – Die height: 112.2 um
  – Starting Density: 0.5232

Worst setup path
  – WS Path Type: flop to primary output
  – CP startpoint: note[3]$_DFFE_PP_
  – Crit end category: primary output
  – CP Data Arrival Time: 2.00 ns
  – Reg-to-Reg Start: note[1]$_DFFE_PP_
  – Crit path max fanout: 42
  – Worst setup SP type: flop
  – Critical Path RT: 3.84 ns

Logic synthesis
  – Async set-reset flop share out of synthesis: 0.2766
  – Sequential area share after synthesis: 0.3641
  – Number of synthesized flops with an enable pin: 20
  – Top-area cell share: 0.1582
  – Syn avg cell area: 8.844 um^2
  – Prevailing post-synth register cell: dfxtp_1
  – YS chip area: 6076 um^2
  – Largest area contributor in the netlist: dfxtp_1
  – Ys Warns: 5
  – Cells after Synth: 687
  – Main area contributors: dfxtp_1, dfrtp_1, edfxtp_1, ha_1, nor2_1
  – Synth flops: 94
  – Syn Std Cell Area: 6076 um^2
  – Synth unique cells: 73
  – # Cells Yosys: 687

Cells and area
  – Share of layout cells above drive strength 1: 0.07781
  – Area growth from synthesis to layout: 8.567%
  – Most numerous logic cell after layout: nor2_1
  – Post-layout util: 0.5680
  – Final Non-Filler Cells: 837
  – Top Layout Cells: nor2_1, nand2_1, dfxtp_1, inv_1, ha_1
  – Final Cell Area: 6596 um^2

Final timing
  – Final setup viols: 0
  – Top achievable clock speed: 0.3373 GHz
  – Final Cycle Share: 0.6176
  – Worst Tran Pin Value: 0.7438 ns
  – Endpoints left unconstrained: 52
  – Slew Limit Fails: 0
  – Min Tclk post-route: 2.965 ns
  – Count of unclocked register or latch pins: 23
  – Setup TNS: 0 ns
  – RSZ-0062 raised after global routing: false
  – Slew HR: 0.5041
  – Clk_skew: 0.009424 ns
  – Final Hold Viols: 0
  – Setup WS post-layout: 1.836 ns
  – Min Hold Slack: 0.4709 ns

Placement
  – Setup slack at placement: 2.036 ns
  – Placed insts: 821
  – Gpl congestion: 0.9620
  – Port bufs: 19
  – Post-Place Cell Area: 6284 um^2
  – DP HPWL: 9.586 mm

Global route
  – Largest net degree at the start of global routing: 61
  – Number of global-route vias before repair: 4480
  – Initial antenna violation count: 0
  – Total gr overflow: 0
  – First-pass GRT wire length: 22.61 mm
  – Total GRT Usage: 0.2302

Pwr
  – PwrDens: 240.0 nW/um^2
  – Leak: 2.736 nW
  – Total power: 1.583 mW
  – VDD IR max: 0.2686 mV

Flow run
  – Tool warnings: 42
  – Max-cap viol count: 0

Worst hold path
  – Hold Crit Start: URX.div.clk_count[0]$_SDFF_PP0_
  – Worst hold path class: flop to flop

Outcome
  – Status: finished, final reports clean
[worst paths after layout]
| path | to | slack, ns | cells after the start |
|---|---|---|---|
| min in group asynchronous | PWM1.f_count[13]$_DFF_PP0_ | 1.14 | 3 |
| min | URX.div.clk_count[0]$_SDFF_PP0_ | 0.47 | 1 |
| max | note[3] | 1.84 | 2 |
| max in group asynchronous | PWM1.f_count[7]$_DFF_PP0_ | 3.40 | 3 |
| max reg2reg | SYNTH.hz[3]$_DFF_P_ | 2.02 | 7 |
| min reg2reg | URX.div.clk_count[0]$_SDFF_PP0_ | 0.47 | 1 |
[cell families after synthesis]
logic type,after synthesis,share of synthesized area
mux,7,0.01462
fa+ha+maj,45,0.09267
other cells,1,0.0006172
buf+inv,82,0.06425
flops,94,0.3641
xor+xnor,52,0.07496
compound gates,128,0.1392
simple gates,278,0.2496
[layer usage]
metal | up-vias | global-route usage | wire length, um
met5 | - | 0 | 0
met4 | 0 | 0.04089 | 241
met3 | 17 | 0.04458 | 816
met2 | 123 | 0.3404 | 5898
met1 | 2265 | 0.3690 | 6428
li1 | 2433 | - | -
[Yosys cell counts (5+ instances only)]
| cell | n |
|---|---|
| and2_1 | 6 |
| nand3_1 | 35 |
| a311oi_1 | 5 |
| nor4_2 | 6 |
| xor2_1 | 22 |
| nor3_1 | 12 |
| dfxtp_1 | 48 |
| dfrtp_1 | 26 |
| clkbuf_1 | 14 |
| nand2_1 | 56 |
| xnor2_1 | 30 |
| a31oi_1 | 9 |
| o21ai_0 | 25 |
| buf_4 | 6 |
| nor2_1 | 87 |
| o211ai_1 | 8 |
| edfxtp_1 | 20 |
| and3_1 | 7 |
| nand2b_1 | 11 |
| inv_1 | 46 |
| mux2_2 | 5 |
| buf_2 | 11 |
| o311ai_0 | 7 |
| nand4_1 | 15 |
| a21oi_1 | 34 |
| a21o_1 | 6 |
| ha_1 | 45 |
| nor2b_1 | 6 |
[worst max-delay path: stages, from the launching register on]
cell and delay [ns]:
edfxtp_1 0.66, buf_4 0.46, clkdlybuf4s50_1 0.54
[registers in the layout, summed over array words and instances (netlist names)]
signal	cells
URX.div.clk_count	32
PWM1.f_count	14
SYNTH.hz	13
PWM1.dc_count	8
URX.d_in	8
note	8
URX.bit_index	3
URX.state	2
AIN	1
PWM1.f_clk	1
PWM1.sout	1
URX.div.div_clk	1
URX.ready	1
ack	1
[where the power goes]
group / switching [mW] / leakage (nW) / internal (mW)
clock: 0.261 / 0.159 / 0.435
combinational: 0.0831 / 1.66 / 0.0751
sequential: 0.0528 / 0.915 / 0.676
total: 0.397 / 2.74 / 1.19
[area by class of cell]
cell class / instances / area, um^2
clock buffer: 10 / 250.2
fill: 1056 / 5017
timing repair buffer: 26 / 242.7
multi-input combinational: 512 / 3477
inverter: 46 / 172.7
tap: 143 / 178.9
sequential: 94 / 2212
clock inverter: 6 / 62.56
Power is estimated from default activity; no workload was simulated.
