`/design/flow/config.mk`:
```
export PLATFORM = sky130hd
export DESIGN_NAME = DoubleSevenSeg
export DESIGN_NICKNAME = DoubleSevenSeg
export VERILOG_FILES = /design/flow/design.v
export SDC_FILE = /design/flow/constraint.sdc
export NUM_CORES = 4
export LEC_CHECK = 1
export CORE_UTILIZATION = 30
```
`/design/flow/constraint.sdc`:
```
current_design DoubleSevenSeg

set clk_period 5.4
set clk_io_pct 0.2

create_clock -name clk0 -period $clk_period [get_ports {clk}]

set non_clock_inputs [all_inputs -no_clocks]
set_input_delay [expr $clk_period * $clk_io_pct] -clock clk0 $non_clock_inputs
set_output_delay [expr $clk_period * $clk_io_pct] -clock clk0 [all_outputs]
```
`/design/flow/design.v`:
```
`timescale 1ns / 1ps
module mux(
    input [1:0] i,
    input sel,
    output o
    );
    assign o= sel&i[1]|~sel&i[0];
endmodule
`timescale 1ns / 1ps
module ClockDivder #(parameter PRESCALER = 25_000_000)(
    input clkin,
    output reg clkout
    );
    reg [24:0] count;
    initial begin
        count = 0;
        clkout = 0;
    end
    always @(posedge clkin) begin
        if (count == PRESCALER) begin
            count <= 0;
            clkout <= ~clkout;
        end
        else begin
            count <= count +1;
        end
    end
endmodule
`timescale 1ns / 1ps
module DoubleSevenSeg(
    input[3:0] a,
    input [3:0]b,
    input clk,
    output [3:0]an,
    output [6:0]seg
    );
    wire sel;
    wire [3:0] o;
    wire [6:0] temp;
    MUXarray MUXa(
    .sel(sel),
    .a(a),
    .b(b),
    .o(o)
    );
    NewSevenSegment sevSeg(
    .wxyz(o),
    .seg(temp)
    );
    assign an[0] = sel;
    assign an[1] = ~sel;
    assign an[2] = 1;
    assign an[3] = 1; 
    assign seg = ~temp;
    ClockDivder #(.PRESCALER(50000)) CD(
        .clkin(clk),
        .clkout(sel)
    );
endmodule
`timescale 1ns / 1ps
module MUXarray #(parameter SIZE=4)(
    input [SIZE-1:0]a,
    input [SIZE-1:0]b,
    input sel,
    output [SIZE-1:0] o
    );
    genvar i;
    generate
        for(i=0; i<SIZE; i = i+1) begin: MUXarray
            mux m(
            .i({a[i],b[i]}),
            .sel(sel),
            .o(o[i])
            );
         end
     endgenerate 
endmodule
`timescale 1ns / 1ps
module NewSevenSegment(
    input[3:0] wxyz,
    output[6:0] seg
    );
    wire [15:0] d;
    decoder4_16 D(.d(wxyz), .o(d));
    assign seg[0]= |(d & 16'h03ED);
    assign seg[1]= |(d & 16'h039F);
    assign seg[2]= |(d & 16'h03FB);
    assign seg[3]= |(d & 16'h036D);
    assign seg[4]= |(d & 16'h0145);
    assign seg[5]= |(d & 16'h0371);
    assign seg[6]= |(d & 16'h037C);
endmodule
`timescale 1ns / 1ps
module decoder3_8(
    input[2:0] d,
    input en,
    output reg [7:0] o
    );
    always @(*) begin
            if (en) begin
                    case (d)
                        3'd7: o=8'd128;
                        3'd6: o=8'd64;
                        3'd5: o=8'd32;
                        3'd4: o=8'd16;
                        3'd3: o=8'd8;
                        3'd2: o=8'd4;
                        3'd1: o=8'd2;
                        3'd0: o=8'd1;
                    endcase
            end
            else
                    o=8'd0;
    end
endmodule
`timescale 1ns / 1ps
module decoder4_16(
    input[3:0] d,
    input en,
    output[15:0] o
    );
    wire en1, en2;
    assign en1 =~d[3];
    assign en2 =d[3];
    decoder3_8 d1(.en(en1), .d(d[2:0]),  .o(o[7:0]));
    decoder3_8 d2(.en(en2), .d(d[2:0]), .o(o[15:8]));
endmodule
```
`/design/flow/run.sh`:
```
#!/bin/bash
# OpenROAD 26Q1-2900-gdf79404cd8, Yosys 0.63+post, stock flow scripts
make -C /OpenROAD-flow-scripts/flow DESIGN_CONFIG=/design/flow/config.mk WORK_HOME=/design/flow/orfs finish
```
==> results.tsv <==
stage	metric	value	unit
job	stage-log warning count	26	
drt	WL final	2270	um
critical_path	Arr. time, crit path	2.92	ns
critical_path	worst r2r src	CD.count[18]$_SDFF_PN0_	
logic_synthesis	Yosys chip area	1280	um2
global_route	All-Layer GR Usage	11.2	%
logic_synthesis	Post-Syn Instances	143	
logic_synthesis	yosys cell count	143	
global_route	vias in the first global route	875	
clocking	H-tree depth	1	
critical_path	Reg2Reg Capture Point	CD.clkout$_DFFE_PN_	
place	HPWL after DPL	1770	um
sta	total negative slack	0	ns
logic_synthesis	EDFF count, synth	1	
die	CORE AREA	4060	um2
sta	worst slew pin tran	0.857	ns
global_route	initial antenna violation count	0	
clocking	Hold Buf Count CTS	0	
global_route	grt met3 use	2.40	%
logic_synthesis	main flop type after synthesis	dfxtp_1	
finish	Top cell excl fill/tap	dfxtp_1	
die	Initial Utilization	31.6	%
finish	Core Util, Final	38.4	%
critical_path	CP Class	input port to output pin	
logic_synthesis	syn_area_per_cell	8.97	um2
drt	via count	971	
critical_path	CP Cell Sequence	clkdlybuf4s50_1 > mux2i_1 > and2_1 > nand2_1 > o221ai_1 > clkdlybuf4s50_1	
die	cell row count	23	
logic_synthesis	library cells used by synthesis	33	
critical_path	crit start category	input port	
global_route	GR Overflow Total	0	
power	Power Density	228	nW/um2
critical_path	crit-path max FO	9	
drt	drt via density	4.60	
critical_path	r2r setup slk	3.25	ns
power	Leakage	0.520	nW
critical_path	CP Capture Type	output pin	
sta	Min Hold Slack	0.465	ns
critical_path	reg2reg path depth	3	
logic_synthesis	Synth flops	26	
sta	Final Skew	0.00602	ns
sta	Final Critical Period	4.00	ns
global_route	global-route wire length before repair	3870	um
critical_path	Worst path max stage delay	0.51	ns
clocking	Clock Path Buffers	2	
sta	max-slew violation count	0	
sta	max frequency	250	MHz
sta	unrepaired setup endpoints after global routing	no	
logic_synthesis	Syn Std Cell Area	1280	um2
global_route	met2 Use GR	16.6	%
critical_path	CP required	4.32	ns
critical_path	CP startpoint	a[1]	
global_route	pin count of the biggest net entering global routing	16	
die	Die Span Y	67.4	um
job	# Max-Cap Violations	0	
global_route	met1 GRT Util	17.8	%
die	Die Width	67.4	um
drt	initial drt markers	28	
die	num ports	20	
sta	final hold vios	0	
logic_synthesis	Post-synth ARST share	0	%
clocking	Clock Tree Root	clkbuf_8	
sta	Setup violations, final	0	
finish	post-route cell area	1560	um2
drt	drt drc	0	
critical_path	critical path's slowest cell	mux2i_1	
hold_path	worst hold path type	flop to flop	
place	post-place instance area	1490	um2
clocking	TritonCTS sink count	26	
finish	P&R area growth vs syn	21.6	%
power	VDD IR max	0.169	mV
clocking	Resize count post-CTS	0	
logic_synthesis	register share after synthesis	41.4	%
clocking	CTS clk-pin slew, worst paths	0.09	ns
clocking	Post-CTS Setup Inserts	0	
critical_path	crit-path most repeated cell	clkdlybuf4s50_1	
clocking	CTS tree	yes	
drt	antenna-violating nets left	0	
place	port bufs	17	
place	GPL Wtd Cong	0.776	
drt	post-DR wirelength/cell	10.8	um
drt	number of inserted diodes	0	
finish	share of layout cells above drive strength 1	4.97	%
global_route	peak-usage layer in the global routing report	met1	
critical_path	CP Capture Point	seg[3]	
die	Die ar.	4540	um2
sta	Rel. slew slack	42.3	%
run_status	status	finished, final reports clean	
sta	Final period util	74.1	%
clocking	clk latency late pin	0.27	ns
finish	most frequent cells in the layout	dfxtp_1 (25), xnor2_1 (20), clkdlybuf4s50_1 (17)	
logic_synthesis	Syn. warnings	2	
clocking	Num CTS Buffers	3	
drt	drt pass-1 iters	4	
power	Power, Total	0.355	mW
## cells in the mapped netlist, drive strengths merged, types with 2 or more instances
cell type / instances / share of area (%)
xnor2: 20 / 14
and3: 3 / 1.5
xor2: 4 / 2.7
o21ai: 6 / 2.3
nor4: 5 / 3.6
nand4: 7 / 3.4
inv: 6 / 1.8
nor2: 16 / 4.7
ha: 2 / 2.0
a21oi: 2 / 0.78
or4: 3 / 2.0
or3: 2 / 0.98
dfxtp: 25 / 39
nor3: 2 / 0.78
mux2i: 4 / 3.1
nand2: 12 / 3.5
nand3: 8 / 3.1
buf: 3 / 1.8
## registers in the layout (all words and copies together), names as in the netlist
signal / cells
CD.count: 25
CD.clkout: 1
## cells by family after synthesis
group | count (synthesis) | share of synthesized area [%]
flip-flops | 26 | 41.4
XOR/XNOR | 24 | 16.4
AND-OR/OR-AND | 12 | 5.46
other | 1 | 0.292
adder cells (fa/ha/maj) | 2 | 1.95
AND/OR/NAND/NOR | 63 | 26.7
multiplexers | 5 | 4.00
buffers and inverters | 10 | 3.80
## worst min-delay path by stage
stage                             end               startpoint  depth (start not counted)  slack, ns
CTS           CD.count[24]$_SDFF_PN0_  CD.count[24]$_SDFF_PN0_                          1       0.47
global route   CD.count[0]$_SDFF_PN0_   CD.count[0]$_SDFF_PN0_                          1       0.50
finish        CD.count[24]$_SDFF_PN0_  CD.count[24]$_SDFF_PN0_                          1       0.47
## per-layer routing
| metal | routed length [um] | vias up | share of wire (%) |
|---|---|---|---|
| met4 | 10 | 0 | 0.44 |
| li1 | - | 530 | - |
| met5 | 0 | - | 0 |
| met1 | 1200 | 428 | 53 |
| met3 | 65 | 2 | 2.9 |
| met2 | 998 | 11 | 44 |
## worst max-delay path, delay by kind of cell
kind,cells,cell delay [ns]
and+or+nand+nor,2,0.36
buffers and inverters,2,0.89
AOI/OAI and AO/OA,1,0.07
muxes,1,0.51
## cell type report
cell class / instances / area [um2]
repair buffers: 17 / 170
multi-input cells: 108 / 707
inverters: 6 / 22.5
flip-flops and latches: 26 / 531
well taps: 50 / 62.6
clock buffers: 4 / 66.3
fillers: 391 / 2500
## metrics by stage
| stage | instances | setup WS [ns] |
|---|---|---|
| 2_1_floorplan | 144 | 2.52 |
| 5_1_grt | 211 | 1.27 |
| 3_5_place_dp | 207 | 1.41 |
| 4_1_cts | 211 | 1.41 |
| 3_3_place_gp | 207 | 1.52 |
| 6_report | 211 | 1.40 |
## power breakdown
group          switching, mW  total [mW]  internal (mW)
logic                0.00855      0.0250         0.0165
registers                  0       0.193          0.193
clock network         0.0569       0.137         0.0805
Power is estimated from default activity; no workload was simulated.
