===== flow/config.mk =====
export PLATFORM = sky130hd
export DESIGN_NAME = CarrySelect16
export DESIGN_NICKNAME = CarrySelect16
export VERILOG_FILES = /design/flow/design.v
export SDC_FILE = /design/flow/constraint.sdc
export NUM_CORES = 4
export LEC_CHECK = 1
export CORE_AREA = 10 10 100 100
export DIE_AREA = 0 0 110 110

===== flow/constraint.sdc =====
current_design CarrySelect16

set clk_period 5.3
set clk_io_pct 0.2

create_clock -name clk0 -period $clk_period

set non_clock_inputs [all_inputs -no_clocks]
set_input_delay [expr $clk_period * $clk_io_pct] -clock clk0 $non_clock_inputs
set_output_delay [expr $clk_period * $clk_io_pct] -clock clk0 [all_outputs]

===== flow/design.v =====
`timescale 1ns / 1ps
module CarrySelect16(
    input [15:0] a,
    input [15:0] b,
    input sel,
    output [15:0] sum,
    output cout
    );
    wire w1,w2,w3;
     carrySelectaddder cs1(
    .a(a[3:0]),
    .b(b[3:0]),
    .sel(sel),
    .Sum(sum[3:0]),
    .Cout(w1));
    carrySelectaddder cs2(
    .a(a[7:4]),
    .b(b[7:4]),
    .sel(w1),
    .Sum(sum[7:4]),
    .Cout(w2));
    carrySelectaddder cs3(
    .a(a[11:8]),
    .b(b[11:8]),
    .sel(w2),
    .Sum(sum[11:8]),
    .Cout(w3));
    carrySelectaddder cs4(
    .a(a[15:12]),
    .b(b[15:12]),
    .sel(w3),
    .Sum(sum[15:12]),
    .Cout(cout));
endmodule
`timescale 1ns / 1ps
module carrySelectaddder(
    input [3:0] a,
    input [3:0] b,
    input sel,
    output [3:0] Sum,
    output Cout
    );
    wire [3:0] temp0,temp1;
    wire carry0,carry1;
    Ripplecarry CS0(a,b,1,temp0,carry0);
    Ripplecarry CS1(a,b,0,temp1, carry1);
    mux mux_sum0({temp0[0],temp1[0]},sel,Sum[0]);
    mux mux_sum1({temp0[1],temp1[1]},sel,Sum[1]);
    mux mux_sum2({temp0[2],temp1[2]},sel,Sum[2]);
    mux mux_sum3({temp0[3],temp1[3]},sel,Sum[3]);
    mux mux_sum4({carry0,carry1}, sel, Cout);
endmodule
`timescale 1ns / 1ps
module fulladder(
    input sel,
    input a,
    input b,
    output sum,
    output cout
    );
     assign sum = a ^b^sel;
    assign cout= (a&b)|(sel&b)|(a&sel);
endmodule
`timescale 1ns / 1ps
module mux(
    input [1:0] i,
    input sel,
    output o
    );
    assign o= sel&i[1]|~sel&i[0];
endmodule
`timescale 1ns / 1ps
module Ripplecarry(
    input[3:0] a,
    input [3:0]b,
    input sel,
    output [3:0] Sum,
    output Cout
    );
    wire w1,w2,w3;
    fulladder fa0(a[0], b[0], sel, Sum[0], w1);
    fulladder fa1(a[1], b[1], w1, Sum[1], w2);
    fulladder fa2(a[2], b[2], w2, Sum[2], w3);
    fulladder fa3(a[3], b[3], w3, Sum[3], Cout);
endmodule

===== flow/run.sh =====
#!/bin/bash
# OpenROAD 26Q1-2900-gdf79404cd8, Yosys 0.63+post, stock flow scripts
make -C /OpenROAD-flow-scripts/flow DESIGN_CONFIG=/design/flow/config.mk WORK_HOME=/design/flow/orfs finish

==> impl_table.tex <==
% Table of physical implementation metrics
\begin{tabular}{lr}
\hline
Metric & Value \\
\hline
\multicolumn{2}{l}{\textbf{Route}} \\
Number of routed nets with antenna violations & 0 \\
Post-Route WL & 2550 um \\
Via count normalized by instance count & 3.31 \\
Average wire per standard cell & 10.0 um \\
Violation count after the first detailed-routing iteration & 13 \\
Drt pass-1 iters & 4 \\
Remaining design rule violation count & 0 \\
Antenna diode count & 0 \\
Number of vias after detailed routing & about 850 \\
\multicolumn{2}{l}{\textbf{Timing}} \\
Number of pins exceeding their max-slew limit in the final report & 0 \\
Fmax achieved & 195 MHz \\
Finish-stage setup viols & 0 \\
Headroom to the max-slew limit & 77.2\% \\
Worst setup margin & 0.175 ns \\
Minimum clock period after layout & roughly 5.1 ns \\
Setup repair after global routing missed its margin & no \\
Final clock period utilization by the worst path & around 97\% \\
Number of hold-slack violations in the final timing report & 0 \\
Accumulated negative setup slack & 0 ns \\
Slew at the pin closest to its max-slew limit & 0.338 ns \\
\multicolumn{2}{l}{\textbf{Placement}} \\
GP Congestion & 0.800 \\
Placed cell area & 1750 um\^{}2 \\
Port buffer count & 50 \\
Detailed placer's ending HPWL & $\sim$2400 um \\
Worst slack, placed & between 0.09 and 0.1 ns \\
\multicolumn{2}{l}{\textbf{Job}} \\
Max Cap Violations & 0 \\
Number of OpenROAD warnings & 36 \\
\multicolumn{2}{l}{\textbf{GRT}} \\
GR met3 Demand/Resource & between 1 and 1.5\% \\
Maximum number of pins on one net before global-route repair & 9 \\
Antenna violations before repair & 0 \\
Leftover overflow at the end of global routing & 0 \\
Met1 capacity usage during global routing & about 5.1\% \\
Met2 routing resource usage after global routing & 7.49\% \\
Vias in the first global route & 960 \\
Wire length of the first global-routing pass & slightly above 4000 um \\
Tot GR Track Use & between 4 and 5\% \\
GRT Max-Usage Layer & met2 \\
\multicolumn{2}{l}{\textbf{Floorplanning}} \\
Starting Density & 15.6\% \\
Height of the chip & 110 um \\
Die ar. & 12100 um\^{}2 \\
Row Count & 32 \\
I/O pin cnt & 50 \\
Floorplan Core Area & approximately 7800 um\^{}2 \\
Die width & approximately 110 um \\
\multicolumn{2}{l}{\textbf{Power}} \\
Share of total power in combinational logic & 100.0\% \\
Sequential group share of total power & 0\% \\
Fraction of power spent switching nets & 34.4\% \\
Internal portion of total power & 140 uW \\
Power spent charging and discharging nets & $\sim$73 uW \\
Static leakage & 0.000783 uW \\
Worst voltage drop across the vdd grid & 0.0574 mV \\
Clock Power Share & 0\% \\
P per Cell Area & 121 nW/um\^{}2 \\
\multicolumn{2}{l}{\textbf{Setup path}} \\
Critical path's largest stage delay & 0.53 ns \\
Crit-path cells & clkdlybuf4s50\_1, ha\_1, fa\_1, fa\_1, inv\_1, fa\_1, and3b\_1, o41a\_2, nor4\_2, clkdlybuf4s50\_1 \\
Capture point of the worst path & sum[12] \\
Critical path fanouts, max & 2 \\
Gate family responsible for the most delay along the worst path & adder cells \\
WP depth & 10 \\
Endpoint kind of the worst setup timing path & output pin \\
Arrival @ worst endpoint & 4.07 ns \\
CP bufs+invs & 3 \\
Start point of the critical path & a[8] \\
Critical path class & in2out \\
Slowest CP cell & sky130\_fd\_sc\_hd\_\_clkdlybuf4s50\_1 \\
Most numerous cell on the critical path & sky130\_fd\_sc\_hd\_\_fa\_1 \\
Crit path DRT & 4.24 ns \\
Launching element type of the critical path & primary input \\
\multicolumn{2}{l}{\textbf{Final layout}} \\
Synth-to-layout area growth & 44.2\% \\
Flops & 0 \\
Count of clock-net buffers in the final layout & 0 \\
Share of cells above drive strength 1 & 11.8\% \\
Post-layout instance area & 1760 um\^{}2 \\
Area of all sequential standard cells & 0 um\^{}2 \\
Final Util & 22.5\% \\
\multicolumn{2}{l}{\textbf{Synth}} \\
Yosys simple share & 5.84\% \\
Multiplexer share of the synthesized area & 23.0\% \\
Proportion of netlist area held by the largest area contributor & 39.3\% \\
Library cell with the largest summed area after synthesis & sky130\_fd\_sc\_hd\_\_fa\_1 \\
Top cells by area, synth & sky130\_fd\_sc\_hd\_\_fa\_1, sky130\_fd\_sc\_hd\_\_mux2i\_1, sky130\_fd\_sc\_hd\_\_buf\_4, sky130\_fd\_sc\_hd\_\_inv\_1, sky130\_fd\_sc\_hd\_\_ha\_1 \\
Fraction of the mapped netlist area in adder cells & 47.5\% \\
Yosys warnings & 2 \\
Logic family by area & adder cells \\
Area reported by Yosys stat & 1220 um\^{}2 \\
Mean cell area of the mapped netlist & 10.5 um\^{}2 \\
Number of different library cells in the post-synthesis netlist & 19 \\
Most common cell in the synthesized netlist & sky130\_fd\_sc\_hd\_\_inv\_1 \\
Share of the yosys chip area belonging to registers & 0\% \\
Post-synthesis share of cell area spent on and-or and or-and gates & 1.43\% \\
Cell area after synthesis & about 1200 um\^{}2 \\
Area share of xor/xnor cells in the synthesized design & 2.15\% \\
Synthesized instance count & 116 \\
Top cell types by occurrence after synthesis & sky130\_fd\_sc\_hd\_\_inv\_1, sky130\_fd\_sc\_hd\_\_fa\_1, sky130\_fd\_sc\_hd\_\_buf\_4 \\
Post-synthesis cell count from yosys & about 120 \\
\multicolumn{2}{l}{\textbf{Clock tree}} \\
Count of hold buffers inserted by post-cts repair & 0 \\
\multicolumn{2}{l}{\textbf{Worst hold path}} \\
Worst min-delay path class & in2out \\
\multicolumn{2}{l}{\textbf{Status}} \\
Outcome & finished clean \\
\hline
\end{tabular}
per-stage QoR:
step                      std cells  hold WS, ns  total power, uW
after floorplan                 116         2.39              136
after global placement          254         3.20              214
after detailed placement        254         3.21              217
after CTS                       254         3.21              218
after global routing            255         3.25              242
final                           255         3.19              214
final cells by class:
| type | count | area, um^2 |
|---|---|---|
| Fill cell | 835 | 6050 |
| Inverter | 28 | 105 |
| Multi-Input combinational cell | 69 | 982 |
| Tap cell | 102 | 128 |
| Timing Repair Buffer | 56 | 546 |
layer usage:
| layer | vias to the layer above | share of wire, % |
|---|---|---|
| met2 | 30 | 46 |
| met1 | 393 | 43 |
| met3 | 0 | 11 |
| li1 | 422 | - |
| met4 | 0 | 0 |
| met5 | - | 0 |
power by group through the flow:
stage         registers (uW)  logic, uW  clock network (uW)
CTS                        0        218                   0
finish                     0        214                   0
global route               0        242                   0
worst min path at each step:
stage | startpoint | end | cells after the start
after CTS | b[8] | sum[8] | 5
after global routing | b[8] | sum[8] | 5
final | b[8] | sum[8] | 5
cells by family (layout without fill, tap and decap cells):
logic type | after synthesis | in the layout
AOI/OAI and AO/OA | 2 | 2
xor gates and xnor gates | 3 | 3
muxes | 23 | 23
buffers and inverters | 47 | 84
and+or+nand+nor | 9 | 9
adders and majority gates | 32 | 32
repair_timing:
item                                    4_1_cts  5_1_grt
buffers inserted                              0        1
endpoints found under the setup margin        0        4
gates resized                                 0        1
placed cells by master (no fill, tap or decap):
cell type                         count
sky130_fd_sc_hd__mux2i_1             13
sky130_fd_sc_hd__mux2_2               4
sky130_fd_sc_hd__nand3b_1             2
sky130_fd_sc_hd__ha_1                 8
sky130_fd_sc_hd__nor4_2               1
sky130_fd_sc_hd__nor4b_1              2
sky130_fd_sc_hd__a21oi_1              1
sky130_fd_sc_hd__xor2_1               3
sky130_fd_sc_hd__and3b_1              2
sky130_fd_sc_hd__clkdlybuf4s50_1     50
sky130_fd_sc_hd__inv_1               28
sky130_fd_sc_hd__nor3b_1              2
sky130_fd_sc_hd__o41a_2               1
sky130_fd_sc_hd__buf_4                6
sky130_fd_sc_hd__mux2i_4              2
sky130_fd_sc_hd__mux2_4               4
sky130_fd_sc_hd__fa_1                24
Power and IR drop assume default switching activity.
